[./design.v]
module sramctrl(clk,
    wren, d, q, address,
    WE, CE, OE, IO, A);
input clk;
input wren;
input [7:0] d;
input [18:0] address;
output reg [7:0] q;
output reg WE;
output reg CE;
output reg OE;
inout [7:0] IO;
output reg [18:0] A;
reg io_oe;
reg [7:0] buffer_d;
assign IO = io_oe ? buffer_d : 8'bZ;
always @(posedge clk) begin
    if (wren) begin
        A <= address;
        OE <= 1;
        CE <= 0;
        WE <= 0;
        io_oe <= 1;
    end
    else
    begin
        A <= address;
        CE <= 0;
        OE <= 0;
        WE <= 1;
        io_oe <= 0;
    end
    buffer_d <= d;
end
always @(negedge clk) begin
    if (wren == 0) begin
        q <= IO;
    end
end
endmodule
[./constraint.sdc]
current_design sramctrl

set clk_period 1.0
set clk_io_pct 0.2

create_clock -name clk0 -period $clk_period [get_ports {clk}]

set non_clock_inputs [all_inputs -no_clocks]
set_input_delay [expr $clk_period * $clk_io_pct] -clock clk0 $non_clock_inputs
set_output_delay [expr $clk_period * $clk_io_pct] -clock clk0 [all_outputs]
[./config.mk]
export PLATFORM = sky130hd
export DESIGN_NAME = sramctrl
export DESIGN_NICKNAME = sramctrl
export VERILOG_FILES = /design/flow/design.v
export SDC_FILE = /design/flow/constraint.sdc
export NUM_CORES = 4
export LEC_CHECK = 1
export CORE_AREA = 10 10 83 83
export DIE_AREA = 0 0 93 93
[./run.sh]
#!/bin/bash
# OpenROAD 26Q1-2900-gdf79404cd8, Yosys 0.63+post, stock flow scripts
make -C /OpenROAD-flow-scripts/flow DESIGN_CONFIG=/design/flow/config.mk WORK_HOME=/design/flow/orfs finish
==> flow_metrics.py <==
# Synthesis and PnR figures
metrics = {
    "outcome": {
        "status": "finished with violations",
        "violations": "negative setup slack",
    },
    "clocking": {
        "cts-hold-fix-buffers": 0,
        "postCtsSetupRepairBufs": 0,
        "cts_root_buf": "clkbuf_8",
        "cts_num_sinks": 37,
        "cts_buffers": 5,
        "cts.clk_slew.worst_paths_ns": 0.06,
        "clock_latency_ns": 0.34,
        "clk_path_buf_depth": 2,
        "cts_htree_levels": 2,
        "cts_tree": "yes",
    },
    "logic_synthesis": {
        "ys.flops": 37,
        "synth_seq_share_pct": 97.8,
        "synth-warning-count": 2,
        "yosysChipArea_um2": 840,
        "synthCells": 41,
        "netlist_area_um2": 840,
        "synth.avg_cell_area_um2": 20.5,
        "synthDistinctLibCells": 5,
        "ys_cells": 41,
    },
    "floorplan": {
        "die_w_um": 93,
        "initCoreUtil_pct": 16.3,
        "dieArea_um2": 8650,
        "pin_count": 67,
        "coreArea_um2": 5140,
        "die_h_um": 93,
        "core.rowCount": 26,
    },
    "placement": {
        "dpl.hpwl_mm": 2.02,
        "port_buffers": 57,
        "gp_congestion": 0.708,
        "place_ws_ns": -0.727,
    },
    "final_layout": {
        "fin_util_pct": 30.4,
        "area_growth_syn_to_layout_pct": 85.8,
        "layout-drive-gt1-share_pct": 47.1,
    },
    "setup_path": {
        "worst-path-buf-inv": 1,
        "rr_worst_depth": 0,
        "path_class": "reg2out",
        "startpoint": "q[7]",
        "required_ns": 0.80,
        "cpPeakStageDelay_ns": 0.35,
        "worstReg2RegStart": "IO[2]",
        "crit_family": "flip-flops",
        "crit_path_end_kind": "output port",
        "cp-start-kind": "register",
        "r2r_slack_ns": -0.02,
        "worstReg2RegEnd": "q[2]",
        "slowest_stage": "edfxtp_1",
        "critical_path.cell_chain": "buf_2",
        "path_max_fanout": 1,
        "worstPathArrival_ns": 1.30,
    },
    "power_and_ir_drop": {
        "clkPwrFrac_pct": 38.2,
        "switching_share_pct": 20.1,
        "power_frac_comb_pct": 6.4,
        "power_density_nw_per_um2": 1900,
        "seq_power_share_pct": 55.3,
        "switchingPower_uw": 596,
        "cellInternalPower_uw": 2370,
        "p_leak_uw": 0.000685,
        "peakVddDrop_v": 0.000780,
    },
    "drt": {
        "antenna_left": 0,
        "via_per_inst": 3.02,
        "wl_mm": 2.35,
        "firstDrtPassIters": 5,
        "initialDrtViolationCount": 3,
        "wl_per_cell_um": 12.3,
        "via_count": 577,
        "drcViolationCount": 0,
        "antenna_cells_inserted": 0,
    },
    "timing": {
        "rsz0062_at_grt": "yes",
        "final_hold_viol_count": 0,
        "skew_ns": 0.0582,
        "setup_viol": 16,
        "setup_slack_ns": -0.504,
        "slew_viol_final": 0,
        "final.setup.tns_ns": -4.02,
    },
    "global_route": {
        "grt_first_pass_wirelength_mm": 3.68,
        "grt_util_all_layers_pct": 5.48,
        "grt_max_degree": 13,
        "antenna_found_initial": 0,
        "grt_pass1_vias": 685,
        "grt_overflow": 0,
    },
    "min_path": {
        "min_from": "wren",
        "min_delay_path_depth": 1,
        "holdCritPathClass": "in2reg",
        "holdPathEnd": "OE",
    },
    "flow_run": {
        "tool_warnings": 36,
        "drv_cap": 0,
    },
}
synthesized netlist by cell type:
| library cell | instances | area (um^2) |
|---|---|---|
| dfxtp_1 | 29 | 581 |
| conb_1 | 1 | 3.75 |
| inv_1 | 2 | 7.51 |
| buf_4 | 1 | 7.51 |
| edfxtp_1 | 8 | 240 |
layout by cell type (no fill, tap or decap):
master           instances
clkdlybuf4s50_1         27
dfxtp_1                 16
clkbuf_2                15
dfxtp_2                 13
buf_2                   12
inv_1                    8
buf_4                    8
edfxtp_1                 8
clkbuf_8                 6
clkdlybuf4s15_1          3
clkinvlp_4               2
conb_1                   1
clkbuf_1                 1
clkinv_2                 1
metrics by stage:
stage	instance area, um^2	power (uW)	instances	hold slack, ns
after CTS	1630	3040	191	0.0837
after global placement	1550	1970	175	0.604
after floorplan	843	1710	41	0.228
final	1560	2960	191	0.110
after detailed placement	1550	1970	175	0.607
after global routing	1560	3170	191	0.0958
worst max path at each step:
stage           to  cells after the start
finish        q[7]                      1
global route  q[3]                      1
CTS           q[7]                      1
logic make-up (layout without fill, tap and decap cells):
family	Yosys count	count (layout)	synth area share, %
DFF	37	37	97.8
buffers and inverters	3	83	1.79
other	1	1	0.447
state kept, by name, summed over array words and instances, names as in the netlist:
| register | count |
|---|---|
| OE | 1 |
| A | 19 |
| IO | 8 |
| WE | 1 |
| q | 8 |
what timing repair did:
item,4_1_cts,5_1_grt
resized,83,21
gates cloned,1,0
endpoints found under the hold margin,0,0
endpoints found under the setup margin,45,32
pin swaps,0,0
layout make-up:
cell class,instances,area (um^2)
Timing Repair Buffer,65,495
Multi-Input combinational cell,1,3.75
Sequential cell,37,837
Clock buffer,7,86.3
Timing Repair inverter,1,7.51
Inverter,1,7.51
Tap cell,70,87.6
Clock inverter,9,35.0
Fill cell,550,3580
routing by layer:
layer / vias up / global-route usage [%] / share of wire (%)
li1: 285 / - / -
met1: 238 / 5.41 / 34
met2: 48 / 8.47 / 45
met3: 6 / 4.93 / 18
met4: 0 / 1.16 / 2.2
met5: - / 0 / 0
power groups by stage:
stage | Clock, uW | Sequential [uW] | Combinational (uW)
4_1_cts | 1190 | 1640 | 215
5_1_grt | 1310 | 1640 | 212
6_report | 1130 | 1640 | 191
Power and IR drop assume default switching activity.
