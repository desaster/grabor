==> design.v <==
module blinker(clk, LED);
input clk;
output LED;
reg [32:0] cnt;
always @(posedge clk) cnt <= cnt + 1;
assign LED = cnt[23];
endmodule
==> run.sh <==
#!/bin/bash
# OpenROAD 26Q1-2900-gdf79404cd8, Yosys 0.63+post, stock flow scripts
make -C /OpenROAD-flow-scripts/flow DESIGN_CONFIG=/design/flow/config.mk WORK_HOME=/design/flow/orfs finish
==> config.mk <==
export PLATFORM = sky130hd
export DESIGN_NAME = blinker
export DESIGN_NICKNAME = blinker
export VERILOG_FILES = /design/flow/design.v
export SDC_FILE = /design/flow/constraint.sdc
export NUM_CORES = 4
export LEC_CHECK = 1
export CORE_AREA = 10 10 100 100
export DIE_AREA = 0 0 110 110
==> constraint.sdc <==
current_design blinker

set clk_period 5.4
set clk_io_pct 0.2

create_clock -name clk0 -period $clk_period [get_ports {clk}]

set non_clock_inputs [all_inputs -no_clocks]
set_input_delay [expr $clk_period * $clk_io_pct] -clock clk0 $non_clock_inputs
set_output_delay [expr $clk_period * $clk_io_pct] -clock clk0 [all_outputs]
==> reports/metrics.cfg <==
[global_routing]
gr-usage-all-layers_pct = 2.10
grt_max_degree = 15
grt_pass1_vias = 495
grt_overflow = 0
grtUsageMet2_pct = 2.84
antenna_found_initial = 0
grt_first_pass_wirelength_um = 2170
met3_usage_pct = 0.823
grt_busiest_layer = met1
use_met1_pct = 3.20

[power]
p_total_uw = 332
p_int_uw = 276
power_density_nw_per_um2 = 294
p_switching_uw = 55.9
seqPwrFrac_pct = 53.3
p_clk_share_pct = 46.7
p_sw_share_pct = 16.9
combinationalPowerShare_pct = 0
power_leakage_uw = 0.000387
ir_worst_vdd_uv = 195

[final_timing]
period_needed_ns = 2.16
grt_setup_unrepaired = no
tns_ns = 0
slew-limit-headroom_pct = 42.4
fmax_mhz = 463
holdWs_ns = 0.404
period_used_pct = 40.0
slew_violations = 0
setup_viol = 0
skew_ns = 0.00318
worst_pin_slew_ns = 0.856
hold_viol = 0

[clock_tree]
cts_hold_buf = 0
cts_tree = yes
cts_resized = 0
post-cts-setup-buffers = 0
cts_buffers = 3
insertion_delay_ns = 0.26
cts_sinks = 24
clockBufferDepth = 2
clkSlewWorstSetupHoldPaths_ns = 0.08
cts_root_buffer = clkbuf_8
htreeDepth = 1

[detailed_routing]
num_antenna_cells = 0
vias = 544
drt_iter0_drc = 10
drc = 0
routedWlPerCell_um = 6.13
viasPerCell = 2.79
routed_wl_um = 1200
drt-pass1-iter-count = 3
ant_nets = 0

[placement]
io_buffer_count = 1
place_congestion = 0.735
dp_hpwl_um = 843

[critical_path]
r2r_slack_ns = 3.54
cp.arrival_ns = 1.08
crit_path_top_delay_cell = clkdlybuf4s50_1
worst-path-max-fanout = 2
crit_family = buffers and inverters
crit_chain = clkdlybuf4s50_1
critical_path_class = flip-flop to output pin
regToRegStartpoint = cnt[3]
critPathLaunchType = flip-flop
rr_worst_depth = 4
cp.buffers_inverters = 1
rr_endpoint = cnt[21]
end_kind = output pin
cp.required_ns = 4.32
critPathMaxStageDelay_ns = 0.47

[worst_hold_path]
min_from = cnt[0]
hold_class = flip-flop to flip-flop
holdPathStages = 1
hold-path-endpoint = cnt[0]

[logic_synthesis]
netlist_area_um2 = 930
ys_area_um2 = 930
area_leaders = dfxtp_1 (52%), xnor2_1 (12%), xor2_1 (8.5%), nand4_1 (4.7%), nand2_1 (4.0%)
yosysSeqAreaShare_pct = 51.7
ys.flops = 24
yosys.area.top_type = dfxtp_1
syn_inst = 89
yosysTopAreaCellShare_pct = 51.7
ys_types = 18
syn_avg_cell_area_um2 = 10.4
yosys_cells = 89
ys_warn_count = 1

[run_status]
status = finished clean

[job]
tool_warnings = 25
cap_violations = 0

[cells_and_area]
final_layout_size_suffix_gt1_share_pct = 9.68
largest_reg_flops = 24
area_growth_syn_to_layout_pct = 21.3
lay_top_count = dfxtp_1
fillers = 881
reg_top3 = cnt (24)
post-route-util_pct = 14.4
logic_area_um2 = 427
regMostFlops = cnt
lay_top_cells = dfxtp_1 (24), xnor2_1 (13), nor2_1 (10), nand2_1 (10), xor2_1 (9)
seq_area_um2 = 480

[floorplan]
die_w_um = 110
io-pin-count = 2
fp.dieH_um = 110
fp_util_pct = 11.9
fp-row-count = 32
dieArea_um2 = 12100
core_um2 = 7810

[per-layer routing]
metal  up-vias  wire length [um]
li1        301                 -
met1       239               665
met2         4               478
met3         0                51
met4         0                 0
met5         -                 0
[power groups by stage]
stage	clock, uW	sequential, uW	combinational, uW
6_report	155	177	0.000158
5_1_grt	166	177	0.000158
4_1_cts	159	177	0.000158
[worst reg2reg max path, stage by stage, from the launching register on]
cell and delay (ns):
dfxtp_1 0.45, nand4_4 0.16, nor4_1 0.78, nand4_1 0.20, xnor2_1 0.16
[stage by stage]
stage,area (um2),std cells,setup slack (ns)
2_1_floorplan,930,89,3.83
3_3_place_gp,1060,191,3.52
3_5_place_dp,1060,191,3.52
4_1_cts,1130,195,3.22
5_1_grt,1130,195,3.18
6_report,1130,195,3.24
[synth_stat cells, drive strengths merged]
library cell  number
and2               1
nand3              3
nand4              8
nor2              10
nand2             10
xor2               9
inv                3
or3                1
buf                1
dfxtp             24
xnor2             13
ha                 1
nor4               1
nor3               2
or4                1
and4               1
[cells by family after synthesis]
family	share of synthesized area, %
fa+ha+maj	1.35
xor+xnor	20.7
buf+inv	2.42
simple gates	23.8
flops	51.7
[how the worst max path moves through the flow]
| stage | slack, ns | depth (start not counted) | endpoint | from |
|---|---|---|---|---|
| 4_1_cts | 3.22 | 1 | LED | cnt[23] |
| 5_1_grt | 3.18 | 1 | LED | cnt[23] |
| 6_report | 3.24 | 1 | LED | cnt[23] |
[layout make-up]
cell class	instances	area share, %
well taps	102	11.3
clock buffers	3	3.66
clock inverters	1	2.66
inverters	3	0.999
repair buffers	1	0.888
multi-input cells	61	37.8
flip-flops and latches	24	42.6
